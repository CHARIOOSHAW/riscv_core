===== design/flow/design.v =====
module excp_dbg(
    input                     alu_ebreakm_flush_req   ,  
    input                     dbg_irq_r               ,  
    input                     dbg_halt_r              ,
    input                     dbg_step_r              ,
    input                     dbg_mode                ,
    input                     cmt_ena                 ,  
    input                     dbg_entry_taken_ena     ,  
    output                    dbg_step_req            ,
    output                    dbg_trig_req            ,
    output                    dbg_ebrk_req            ,
    output                    dbg_irq_req             ,
    output                    nonalu_dbg_irq_req      ,
    output                    dbg_halt_req            ,
    output                    nonalu_dbg_halt_req     ,
    output                    nonalu_dbg_entry_req    ,
    output                    nonalu_dbg_entry_req_raw,
    output                    dbg_entry_req           ,
    input                     clk                     ,
    input                     rst_n
    );
        wire alu_dbgtrig_flush_req_novld = 1'b0;
        wire alu_dbgtrig_flush_req       = 1'b0;
    wire step_req_r;
    assign dbg_step_req        = step_req_r;
    assign dbg_trig_req        = alu_dbgtrig_flush_req & (~step_req_r);
    assign dbg_ebrk_req        = alu_ebreakm_flush_req & (~alu_dbgtrig_flush_req) & (~step_req_r);
    assign dbg_irq_req         = dbg_irq_r  & (~alu_ebreakm_flush_req) & (~alu_dbgtrig_flush_req) & (~step_req_r);
    assign nonalu_dbg_irq_req  = dbg_irq_r & (~step_req_r);
    assign dbg_halt_req        = dbg_halt_r & (~dbg_irq_r) & (~alu_ebreakm_flush_req) & (~alu_dbgtrig_flush_req) & (~step_req_r) & (~dbg_step_r);
    assign nonalu_dbg_halt_req = dbg_halt_r & (~dbg_irq_r) & (~step_req_r) & (~dbg_step_r);
    wire step_req_set = (~dbg_mode) & dbg_step_r & cmt_ena & (~dbg_entry_taken_ena);
    wire step_req_clr = dbg_entry_taken_ena;
    wire step_req_ena = step_req_set | step_req_clr;
    wire step_req_nxt = step_req_set | (~step_req_clr);
    sirv_gnrl_dfflr #(1) step_req_dfflr (step_req_ena, step_req_nxt, step_req_r, clk, rst_n);
    wire   dbg_entry_mask           = dbg_mode;
    assign dbg_entry_req            = (~dbg_entry_mask) & (dbg_irq_req  |
                                                           dbg_halt_req |
                                                           dbg_step_req |
                                                           dbg_trig_req |
                                                           dbg_ebrk_req );
    assign nonalu_dbg_entry_req     = (~dbg_entry_mask) & (nonalu_dbg_irq_req | nonalu_dbg_halt_req | dbg_step_req);
    assign nonalu_dbg_entry_req_raw = (~dbg_entry_mask) & (dbg_irq_r | dbg_halt_r | step_req_r);
endmodule
module sirv_gnrl_dfflr # (
  parameter DW = 32
) (
  input               lden, 
  input      [DW-1:0] dnxt,
  output     [DW-1:0] qout,
  input               clk,
  input               rst_n
);
reg [DW-1:0] qout_r;
always @(posedge clk or negedge rst_n)
begin : DFFLR_PROC
  if (rst_n == 1'b0)
    qout_r <= {DW{1'b0}};
  else if (lden)
    qout_r <= dnxt;
end
assign qout = qout_r;
endmodule

===== design/flow/run.sh =====
#!/bin/bash
# OpenROAD 26Q1-2900-gdf79404cd8, Yosys 0.63+post, stock flow scripts
make -C /OpenROAD-flow-scripts/flow DESIGN_CONFIG=/design/flow/config.mk WORK_HOME=/design/flow/orfs finish

===== design/flow/config.mk =====
export PLATFORM = sky130hd
export DESIGN_NAME = excp_dbg
export DESIGN_NICKNAME = excp_dbg
export VERILOG_FILES = /design/flow/design.v
export SDC_FILE = /design/flow/constraint.sdc
export NUM_CORES = 4
export LEC_CHECK = 1
export CORE_AREA = 10 10 70 70
export DIE_AREA = 0 0 80 80

===== design/flow/constraint.sdc =====
current_design excp_dbg

set clk_period 1.6
set clk_io_pct 0.2

create_clock -name clk0 -period $clk_period [get_ports {clk}]

set non_clock_inputs [all_inputs -no_clocks]
set_input_delay [expr $clk_period * $clk_io_pct] -clock clk0 $non_clock_inputs
set_output_delay [expr $clk_period * $clk_io_pct] -clock clk0 [all_outputs]

==> metrics.cfg <==
[status]
status = complete, no violations

[sta]
finalMaxSlewViolations = 0
setup_violations = 0
finalWorstSetupSlack_ns = 0.06853
rsz0062_at_grt = no
tns_ns = 0
period_minus_slack_ns = 1.531
finalClockSkew_ns = 0
final_hold_viol_count = 0
period_used_pct = 95.72
hold-worst-slack_ns = 0.4700
max_freq_mhz = 653.0

[yosys]
compound_area_share_pct = 11.76
synth_area_um2 = 127.6
top_cell_area_share_pct = 19.61
synth_area_leader_cell = dfrtp_1
yosys_warnings = 1
yosys_area_um2 = 127.6
ys_types = 13
synth_area_per_cell_um2 = 7.090
ys_cells = 18
top_logic_kind = simple AND/OR/NAND/NOR gates
yosys-top-cells-area = dfrtp_1 (20%), and2b_2 (14%), a21oi_1 (12%)
adder_share_pct = 0
yosys.area_share.simple_pct = 56.86
synth_cells = 18
ys.flops = 1
post_synth_mux_area_share_pct = 0
ys_sh_xor_pct = 0
ys_seq_share_pct = 19.61

[place]
place.gp.congestion = 0.7932
place_inst = 80
place_hpwl_um = 528.4
place_ws_ns = -0.3690
io_buffers = 17
postPlaceCellArea_um2 = 347.8

[floorplanning]
rows = 21
die_x_um = 80
die-height_um = 80
core_um2 = 3416
fp_util_pct = 3.736
dieArea_um2 = 6400
ios = 19

[route]
drt_iter0_drc = 1
vias = 186
wl_per_cell_um = 7.288
antennaDiodeCount = 0
drt_wl_total_um = 583
viasPerCell = 2.325
ant_nets = 0
firstDrtPassIters = 2
drc = 0

[grt]
grt_util_met2_pct = 2.006
grt_max_degree = 10
antenna_found_initial = 0
grt_pass1_vias = 150
grt-ovfl-total = 0
track_usage_pct = 1.480
top_usage_layer = met1
met3_usage_pct = 0.7955
grt_use_met1_pct = 2.118
grt_pass1_wl_um = 779

[flow_run]
drv_cap = 0
warnings = 28

[cells_and_area]
final_cell_mix = clkdlybuf4s50_1 (8), dlygate4sd2_1 (7)
fillerInstances = 398
max_flop_register = step_req_dfflr.qout_r
mostFrequentLayoutCell = clkdlybuf4s50_1
area_growth_pct = 179.4
drive_gt1_share_pct = 26.47
largestRegisters = step_req_dfflr.qout_r x1
final_area_um2 = 356.6
logic_area_um2 = 112.6
regArea_um2 = 26.28
largest_reg_flops = 1
final_cells = 80

[critical_path]
critPathKind = in2out
crit_chain = dlygate4sd2_1, nor3_1, nor2_1, clkdlybuf4s50_1
cpMaxStageDelayCell = clkdlybuf4s50_1
crit_buf_inv = 2
cp_data_required_time_ns = 1.28
worst_setup_path_end_kind = output pin
crit_arrival_ns = 1.21
worst_path_largest_cell_delay_ns = 0.41
critPathLaunchType = primary input
crit_family = buffers and inverters
cp_max_fo = 2

[clock_tree]
clk_pin_slew_worst_paths_ns = 0
postCtsResizedCells = 18
clk_latency_ns = 0
cts_hold_buf = 0
cts_setup_buffers = 0

[min_path]
hold_path.class = in2async

[power_and_ir_drop]
ir_worst_vdd_mv = 0.05004
powerDensity_nw_per_um2 = 253.1
p_leak_uw = 0.0001378

logic make-up (layout without fill, tap and decap cells):
| kind of cell | count (synthesis) | after routing |
|---|---|---|
| flops | 1 | 1 |
| simple gates | 11 | 11 |
| buf+inv | 2 | 18 |
| other cells | 1 | 1 |
| compound gates | 3 | 3 |
per-stage QoR:
step / power, uW / utilization (%)
2_1_floorplan: 43.41 / -
3_5_place_dp: 94.06 / 10.18
4_1_cts: 91.22 / 10.44
3_3_place_gp: 93.45 / 10.18
5_1_grt: 96.39 / 10.44
6_report: 90.24 / 10.44
worst paths after layout:
check / start / endpoint / slack, ns / cells past startpoint
setup / recovery: dbg_halt_r / nonalu_dbg_entry_req_raw / 0.07 / 4
hold / removal: rst_n / step_req_dfflr.qout_r$_DFFE_PN0P_ / 0.47 / 1
setup reg to reg: step_req_dfflr.qout_r$_DFFE_PN0P_ / step_req_dfflr.qout_r$_DFFE_PN0P_ / 0.90 / 2
hold reg to reg: step_req_dfflr.qout_r$_DFFE_PN0P_ / step_req_dfflr.qout_r$_DFFE_PN0P_ / 0.62 / 2
max in group asynchronous: rst_n / step_req_dfflr.qout_r$_DFFE_PN0P_ / 1.02 / 1
min in group clk0: step_req_dfflr.qout_r$_DFFE_PN0P_ / step_req_dfflr.qout_r$_DFFE_PN0P_ / 0.62 / 2
worst reg2reg max path, delay by kind of cell (launching register included):
kind,cells,cell delay (ns)
buf+inv,1,0.08
flops,1,0.45
compound gates,1,0.05
synth_stat cells (all sizes together):
| library cell | number |
|---|---|
| nand2b | 1 |
| nor3 | 3 |
| conb | 1 |
| buf | 1 |
| and2b | 2 |
| a21oi | 3 |
| inv | 1 |
| nand3b | 1 |
| nor2 | 2 |
| nor2b | 1 |
| nor3b | 1 |
| dfrtp | 1 |
layer usage:
layer  up-vias  routed length (um)  part of all wire [%]
met5         -                   0                     0
met4         0                   0                     0
met3         0                 128                    22
met2        16                 189                    32
met1        77                 265                    45
li1         93                   -                     -
area by class of cell:
type,instances,area share (%)
timing repair buffer,17,43.86
multi-input combinational,15,31.58
tap,46,16.14
sequential,1,7.368
inverter,1,1.053
report_power, final:
part	switching (uW)	internal, uW	total (uW)
Clock	0	0	0
Sequential	3.52	27.3	30.8
Combinational	17.2	42.2	59.4
Power and IR drop assume default switching activity.
