### run.sh
#!/bin/bash
# OpenROAD 26Q1-2900-gdf79404cd8, Yosys 0.63+post, stock flow scripts
make -C /OpenROAD-flow-scripts/flow DESIGN_CONFIG=/design/flow/config.mk WORK_HOME=/design/flow/orfs finish
### config.mk
export PLATFORM = sky130hd
export DESIGN_NAME = sirv_gnrl_dffr
export DESIGN_NICKNAME = sirv_gnrl_dffr
export VERILOG_FILES = /design/flow/design.v
export SDC_FILE = /design/flow/constraint.sdc
export NUM_CORES = 4
export LEC_CHECK = 1
export CORE_AREA = 10 10 88 88
export DIE_AREA = 0 0 98 98
### constraint.sdc
current_design sirv_gnrl_dffr

set clk_period 1.0
set clk_io_pct 0.2

create_clock -name clk0 -period $clk_period [get_ports {clk}]

set non_clock_inputs [all_inputs -no_clocks]
set_input_delay [expr $clk_period * $clk_io_pct] -clock clk0 $non_clock_inputs
set_output_delay [expr $clk_period * $clk_io_pct] -clock clk0 [all_outputs]
### design.v
module sirv_gnrl_dffr # (
  parameter DW = 32
) (
  input      [DW-1:0] dnxt,
  output     [DW-1:0] qout,
  input               clk,
  input               rst_n
);
reg [DW-1:0] qout_r;
always @(posedge clk or negedge rst_n)
begin : DFFR_PROC
  if (~rst_n)
    qout_r <= {DW{1'b0}};
  else                  
    qout_r <= dnxt;
end
assign qout = qout_r;
endmodule
==> flow_summary.toml <==
# flow metrics
[global_route]
antenna_found_initial = 0
grt_max_degree = 33
grt_pass1_wl_um = 3750
grt_pass1_vias = 623
gr-usage-all-layers = 0.0500
overflow = 0

[place]
gp_congestion = 0.788
numPortBuffers = 65

[clock_tree]
clk_pin_slew_ns = 0.07
htreeDepth = 2
clock_path_buffers = 2
cts_root_buffer = "clkbuf_8"
tritoncts = "built"
cts_buffers = 5
clock-sinks = 32

[critical_path]
critPathKind = "flip-flop to primary output"
cp.required_ns = 0.80
cp_top_family = "flip-flops"
crit_fanout = 1
max_stage_delay_ns = 0.37
critPathLaunchType = "flip-flop"
cp_cell_sequence = "buf_2"
cp-endpoint = "qout[9]"
crit_buf_inv = 1
crit_cells = 1
startpoint = "qout_r[9]"
crit_slowest_cell = "dfrtp_1"
end_kind = "primary output"
arrival_ns = 0.77

[layout]
layout_top_cell = "buf_2"
multi_input_comb_cells = 0
reg_top3 = "qout_r x32"
largest-register = "qout_r"
comb_area_um2 = 0
largest_register_ffs = 32
drive_gt1_frac = 0.396
lay_top_cells = "buf_2, clkdlybuf4s50_1, dfrtp_1"
syn2layout_area_growth_pct = 88.8
fin_util = 0.255

[timing]
hold_slack_ns = -0.145
report.final.slew_viol_count = 0
relSlewSlack = 0.879
clock.fmax_mhz = 1030
setup_viol = 0
post-route-period-util = 0.967
hold_viol = 32
period_needed_ns = 0.967
tightest_slew_ns = 0.181
setup_tns_ns = 0
rsz0062_at_grt = "true"

[drt]
drc = 0
postRouteWirelength_um = 2460
wl_per_cell_um = 13.6
ant_nets = 0
route.vias.total = 542
firstDrtPassIters = 2
viasPerCell = 2.99
diodes = 0
dr.first_iter.drc_count = 2

[floorplanning]
pin_count = 66
chipArea_um2 = 9600
fp_util = 0.135
die_w_um = 98
die_h_um = 98
rows = 28
core_area_um2 = 5920

[synthesis]
avgSynthCellArea_um2 = 25.0
synth_cells = 32
yosysChipArea_um2 = 801
syn_area_um2 = 801
ys_ff = 32
yosys.stat.seqShare = 1.00
yosys_warnings = 1
yosys_cells = 32
synth_cell_types = 1

[power_and_ir_drop]
power.leakage_uw = 0.000691
pwr-share-seq = 0.490
ir_drop_mv = 0.446
p_sw_frac = 0.195
p_sw_uw = 546
p_comb_frac = 0.075
power.density_nw_per_um2 = 1850
clkPwrFrac = 0.434
power.internal_uw = 2250

[job]
warning_count = 28
drv_cap = 0

[run_status]
status = "finished, violations left"
violations = "negative hold slack"

[min_path]
min_path_type = "input pin to async pin"
## per-stage QoR
| step | std cells | power, uW | instance area, um2 | hold slack (ns) | worst slack, ns |
|---|---|---|---|---|---|
| final | 181 | 2800 | 1510 | -0.145 | 0.0334 |
| after global routing | 181 | 2970 | 1510 | -0.151 | -0.0151 |
| after CTS | 181 | 2870 | 1510 | -0.145 | 0.0159 |
| after detailed placement | 173 | 1680 | 1560 | 0.176 | 0.00303 |
| after global placement | 173 | 1680 | 1560 | 0.165 | 0.00683 |
| after floorplan | 32 | 1380 | 801 | -0.0956 | 0.488 |
## synthesized netlist by cell type, drive strengths merged
library cell	instances	area, um2
dfrtp	32	801
## power groups by stage
| stage | clock network (uW) | logic [uW] | registers, uW |
|---|---|---|---|
| 6_report | 1220 | 210 | 1370 |
| 5_1_grt | 1360 | 236 | 1380 |
| 4_1_cts | 1280 | 221 | 1370 |
## logic make-up after synthesis
kind of cell | Yosys count | synth area share
flops | 32 | 1.00
## layer usage
metal / track usage / part of all wire / up-vias
met1: 0.0594 / 0.38 / 252
met3: 0.0363 / 0.15 / 4
li1: - / - / 241
met4: 0.0134 / 0.026 / 0
met2: 0.0706 / 0.45 / 45
met5: 0 / 0 / -
## worst min-delay path by stage
| stage | start | slack, ns | to | cells after the start |
|---|---|---|---|---|
| after CTS | rst_n | -0.14 | qout_r[3] | 2 |
| final | rst_n | -0.15 | qout_r[17] | 2 |
| after global routing | rst_n | -0.15 | qout_r[3] | 2 |
## final cells by class
cell class            count  area (um2)
Timing Repair Buffer     66         505
Fill cell               633        4410
Sequential cell          32         801
Clock buffer              5        68.8
Tap cell                 75        93.8
Clock inverter            3        42.5
## what timing repair did
item                                    CTS  global route
buffers inserted                          0             0
cloned                                    0             0
endpoints found under the setup margin   32             8
endpoints found under the hold margin    32            32
gates resized                            99             0
No activity file was given, so power comes from the tool's default toggle rates.
